==> flow/design.v <==
module Mux2to1Nbit(F, S, I0, I1);
	parameter N = 64;
	input [N-1:0]I0, I1;
	input S;
	output [N-1:0]F;
	assign F = S ? I0 : I1;
endmodule
module Mux4to1Nbit (F, S, I0, I1, I2, I3);
	parameter N = 64;
	input [N-1:0]I0, I1, I2, I3;
	input [2:0]S;
	output [N-1:0]F;
	assign F = S[1] ? (S[0] ? I3 : I2) : (S[0] ? I1 : I0);
endmodule
module Mux8to1Nbit(F, S, I0, I1, I2, I3, I4, I5, I6, I7);
	parameter N = 64;
	input [N-1:0]I0, I1, I2, I3, I4, I5, I6, I7;
	input [2:0]S;
	output [N-1:0]F;
	assign F = S[2] ? (S[1] ? (S[0] ? I7 : I6) : (S[0] ? I5 : I4)) : (S[1] ? (S[0] ? I3 : I2) : (S[0] ? I1 : I0));
endmodule
module Mux32to1Nbit(F, S, I00, I01, I02, I03, I04, I05, I06, I07, I08, I09,
								  I10, I11, I12, I13, I14, I15, I16, I17, I18, I19,
								  I20, I21, I22, I23, I24, I25, I26, I27, I28, I29,
								  I30, I31);
	parameter N = 8;
	output reg [N-1:0]F;  
	input [4:0]S;  
	input [N-1:0]I00, I01, I02, I03, I04, I05, I06, I07, I08, I09;
	input [N-1:0]I10, I11, I12, I13, I14, I15, I16, I17, I18, I19;
	input [N-1:0]I20, I21, I22, I23, I24, I25, I26, I27, I28, I29;
	input [N-1:0]I30, I31;
	always @(*) begin
		case(S)
			5'h00: F <= I00;
			5'h01: F <= I01;
			5'h02: F <= I02;
			5'h03: F <= I03;
			5'h04: F <= I04;
			5'h05: F <= I05;
			5'h06: F <= I06;
			5'h07: F <= I07;
			5'h08: F <= I08;
			5'h09: F <= I09;
			5'h0A: F <= I10;
			5'h0B: F <= I11;
			5'h0C: F <= I12;
			5'h0D: F <= I13;
			5'h0E: F <= I14;
			5'h0F: F <= I15;
			5'h10: F <= I16;
			5'h11: F <= I17;
			5'h12: F <= I18;
			5'h13: F <= I19;
			5'h14: F <= I20;
			5'h15: F <= I21;
			5'h16: F <= I22;
			5'h17: F <= I23;
			5'h18: F <= I24;
			5'h19: F <= I25;
			5'h1A: F <= I26;
			5'h1B: F <= I27;
			5'h1C: F <= I28;
			5'h1D: F <= I29;
			5'h1E: F <= I30;
			5'h1F: F <= I31;
		endcase
	end
endmodule
module Mux64to1Nbit(F, S, I00, I01, I02, I03, I04, I05, I06, I07, I08, I09,
								  I10, I11, I12, I13, I14, I15, I16, I17, I18, I19,
								  I20, I21, I22, I23, I24, I25, I26, I27, I28, I29,
								  I30, I31, I32, I33, I34, I35, I36, I37, I38, I39, I40,
								  I41, I42, I43, I44, I45, I46, I47, I48, I49, I50, I51,
								  I52, I53, I54, I55, I56, I57, I58, I59, I60, I61, I62, I63);
	parameter N = 8;
	output reg [N-1:0]F;  
	input [5:0]S;  
	input [N-1:0]I00, I01, I02, I03, I04, I05, I06, I07, I08, I09;
	input [N-1:0]I10, I11, I12, I13, I14, I15, I16, I17, I18, I19;
	input [N-1:0]I20, I21, I22, I23, I24, I25, I26, I27, I28, I29;
	input [N-1:0]I30, I31, I32, I33, I34, I35, I36, I37, I38, I39, I40, I41, I42, I43, I44, I45, I46, I47, I48, I49, I50, I51, I52, I53, I54, I55, I56, I57, I58, I59, I60, I61, I62, I63;
	always @(*) begin
		case(S)
			5'h00: F <= I00;
			5'h01: F <= I01;
			5'h02: F <= I02;
			5'h03: F <= I03;
			5'h04: F <= I04;
			5'h05: F <= I05;
			5'h06: F <= I06;
			5'h07: F <= I07;
			5'h08: F <= I08;
			5'h09: F <= I09;
			5'h0A: F <= I10;
			5'h0B: F <= I11;
			5'h0C: F <= I12;
			5'h0D: F <= I13;
			5'h0E: F <= I14;
			5'h0F: F <= I15;
			5'h10: F <= I16;
			5'h11: F <= I17;
			5'h12: F <= I18;
			5'h13: F <= I19;
			5'h14: F <= I20;
			5'h15: F <= I21;
			5'h16: F <= I22;
			5'h17: F <= I23;
			5'h18: F <= I24;
			5'h19: F <= I25;
			5'h1A: F <= I26;
			5'h1B: F <= I27;
			5'h1C: F <= I28;
			5'h1D: F <= I29;
			5'h1E: F <= I30;
			5'h1F: F <= I31;
			5'h20: F <= I32;
			5'h21: F <= I33;
			5'h22: F <= I34;
			5'h23: F <= I35;
			5'h24: F <= I36;
			5'h25: F <= I37;
			5'h26: F <= I38;
			5'h27: F <= I39;
			5'h28: F <= I40;
			5'h29: F <= I41;
			5'h2A: F <= I42;
			5'h2B: F <= I43;
			5'h2C: F <= I44;
			5'h2D: F <= I45;
			5'h2E: F <= I46;
			5'h2F: F <= I47;
			5'h30: F <= I48;
			5'h31: F <= I49;
			5'h32: F <= I50;
			5'h33: F <= I51;
			5'h34: F <= I52;
			5'h35: F <= I53;
			5'h36: F <= I54;
			5'h37: F <= I55;
			5'h38: F <= I56;
			5'h39: F <= I57;
			5'h3A: F <= I58;
			5'h3B: F <= I59;
			5'h3C: F <= I60;
			5'h3D: F <= I61;
			5'h3E: F <= I62;
			5'h3F: F <= I63;
		endcase
	end
endmodule
module mux2to1_64bit(F, S, I0, I1);
	input [63:0] I0, I1;
	input S;
	output [63:0] F;
	assign F = S ? I1 : I0;
endmodule
module constant_generator_select(CGS_Sel, I, K);
	input [2:0] CGS_Sel;
	input [31:0] I;
	output [63:0] K;
	Mux8to1Nbit mux1 (K, CGS_Sel, {52'b0, I[21:10]}, {52'b0, I[21:10]}, {48'b0, I[20:5]}, 64'hFFFFFFFFFFFF0000, {{38{I[25]}},I[25:0]}, {{45{I[23]}},I[23:5]}, {{55{I[20]}},I[20:12]}, 64'b0);
	defparam mux1.N = 64;
endmodule
==> flow/run.sh <==
#!/bin/bash
# OpenROAD 26Q1-2900-gdf79404cd8, Yosys 0.63+post, stock flow scripts
make -C /OpenROAD-flow-scripts/flow DESIGN_CONFIG=/design/flow/config.mk WORK_HOME=/design/flow/orfs finish
==> flow/config.mk <==
export PLATFORM = sky130hd
export DESIGN_NAME = constant_generator_select
export DESIGN_NICKNAME = constant_generator_select
export VERILOG_FILES = /design/flow/design.v
export SDC_FILE = /design/flow/constraint.sdc
export NUM_CORES = 4
export LEC_CHECK = 1
export CORE_AREA = 10 10 91 91
export DIE_AREA = 0 0 101 101
==> flow/constraint.sdc <==
current_design constant_generator_select

set clk_period 2.7
set clk_io_pct 0.2

create_clock -name clk0 -period $clk_period

set non_clock_inputs [all_inputs -no_clocks]
set_input_delay [expr $clk_period * $clk_io_pct] -clock clk0 $non_clock_inputs
set_output_delay [expr $clk_period * $clk_io_pct] -clock clk0 [all_outputs]
==> qor.csv <==
metric,value,unit
die_w,101,microns
grt_overflow,0,
path_class,in -> out,
final_antenna_net_count,0,
top_area_frac,0.273,
fin_tns_setup,0,ns
setup_viol,0,
synth-simple-area-share,0.152,
synth_seq_share,0,
yosysChipArea,1100,sq um
fin_cells,330,
path_max_fanout,6,
fin_crit_sh,0.971,
ctsHoldBuffers,0,
dp_hpwl,3.89,mm
area_growth,109,%
ys_warn_count,32,
pin_count,99,
fin_ws,0.0776,ns
nClkBuffers,0,
total_power,0.000418,W
seq_cells,0,
floorplan.core_util,0.173,
ys_sh_mux,0.128,
ys_cells,159,
pre_cts_slack,-0.219,ns
power_density,182,nW/um^2
std_cell_rows,29,
tightest_slew,0.235,ns
first_global_vias,1461,
max_clock_freq,0.381,GHz
period_needed,2.62,ns
antenna_found_initial,0,
dp.cells,315,
port_buffers,93,
postSynthAreaPerCell,6.92,sq um
synth_cell_types,31,
finalHoldViolCount,0,
adder_share,0,
status,finished clean,
max-slew-margin-rel,0.842,
grtUsageTotal,0.0890,
ys_top_logic_family,AND-OR/OR-AND gates,
insertedDiodeCount,0,
die-area,10200,sq um
arrival,2.08,ns
hold_class,in -> out,
drv_slew,0,
critical_path_required,2.16,ns
postSynthCellCount,159,
drc,0,
routed_wl,5.02,mm
fp.dieH,101,microns
topCellsByArea,"buf_4 27%, a21oi_1 12%, o22ai_1 5.7%",
top_cell,buf_4,
grt_pass1_wl,7.66,mm
p_leak,1.03,nW
syn_area,1100,sq um
peakVddDrop,74.3,uV
dr_total_vias,1452,
startpoint_type,input pin,
xor_area_frac,0,
viasPerCell,4.40,
drive_above_1_share,0.300,
synth_area_leader_cell,buf_4,
drt-pass1-iter-count,4,
grt_max_degree,21,
rsz0062_at_grt,false,
wire_per_inst,15.2,microns
aoi_share,0.376,
coreArea,6350,sq um
gp_congestion,0.865,
drv_cap,0,
top_cells_by_count,"40 x buf_4, 26 x a21oi_1, 10 x o22ai_1",
drtIter0Drc,60,
tool_warnings,38,
setup.worst_path.end_class,primary output,
seqCellArea,0,sq um
metrics by stage:
step	area, sq um	util	hold WS (ns)
after CTS	2230	0.351	1.98
after global routing	2300	0.362	1.71
after detailed placement	2100	0.330	2.09
after global placement	2100	0.330	2.09
after floorplan	1100	-	1.15
final	2300	0.362	1.66
what timing repair did:
| item | in CTS | in global routing |
|---|---|---|
| buffers inserted | 11 | 1 |
| setup endpoints to repair | 64 | 53 |
| pin swaps | 8 | 3 |
| resized | 16 | 20 |
| cloned | 2 | 2 |
placed cells by master, fill, tap and decap left out, types with 2 or more instances in the layout:
cell              n
a31o_2            3
a22oi_1           6
clkinv_1          2
nor2b_1           8
buf_6             5
a311o_1           3
mux2_2            5
dlygate4sd2_1     5
dlymetal6s2s_1    9
mux2_4            3
and2_1            2
clkbuf_2          2
o21ai_0           7
o22ai_2           2
a311oi_1          2
nand2_1           2
o22ai_1           8
nor2_1            3
buf_4            41
nand2b_1          3
a22oi_2           2
a21oi_1          26
nand3_1           4
mux2i_1           4
buf_12            4
clkdlybuf4s50_1  76
final timing paths:
kind  cells past startpoint     to       start
max                       7  K[14]  CGS_Sel[2]
min                       5   K[6]  CGS_Sel[1]
critical path, cell delays in order:
cell and delay [ns]:
clkdlybuf4s15_1 0.20, buf_2 0.18, buf_4 0.14, nand2b_1 0.15
a311oi_1 0.27, a31o_2 0.14, clkdlybuf4s50_1 0.47
cell type report:
cell class                 instances  area, sq um
timing repair buffer             146         1430
tap                               77         96.3
fill                             615         4050
inverter                           2         7.51
multi-input combinational        105          767
routing by layer:
| metal | routed length, microns | global-route usage |
|---|---|---|
| met5 | 0 | 0 |
| met4 | 75 | 0.0118 |
| met3 | 573 | 0.0326 |
| met2 | 2340 | 0.150 |
| met1 | 2030 | 0.108 |
cell families after synthesis:
kind of cell / count (synthesis)
AND-OR/OR-AND: 65
AND/OR/NAND/NOR: 28
multiplexers: 12
buffers and inverters: 54
power breakdown:
part | leakage [nW] | switching [W] | internal [W]
clock | 0 | 0 | 0
combinational | 1.03 | 0.000134 | 0.000283
sequential | 0 | 0 | 0
No activity file was given, so power comes from the tool's default toggle rates.
