<file path="config.mk">
export PLATFORM = sky130hd
export DESIGN_NAME = Mux2to1Nbit
export DESIGN_NICKNAME = Mux2to1Nbit
export VERILOG_FILES = /design/flow/design.v
export SDC_FILE = /design/flow/constraint.sdc
export NUM_CORES = 4
export LEC_CHECK = 1
export CORE_AREA = 10 10 84 84
export DIE_AREA = 0 0 94 94
</file>
<file path="constraint.sdc">
current_design Mux2to1Nbit

set clk_period 1.0
set clk_io_pct 0.2

create_clock -name clk0 -period $clk_period

set non_clock_inputs [all_inputs -no_clocks]
set_input_delay [expr $clk_period * $clk_io_pct] -clock clk0 $non_clock_inputs
set_output_delay [expr $clk_period * $clk_io_pct] -clock clk0 [all_outputs]
</file>
<file path="design.v">
module Mux2to1Nbit(F, S, I0, I1);
	parameter N = 64;
	input [N-1:0]I0, I1;
	input S;
	output [N-1:0]F;
	assign F = S ? I0 : I1;
endmodule
module Mux4to1Nbit (F, S, I0, I1, I2, I3);
	parameter N = 64;
	input [N-1:0]I0, I1, I2, I3;
	input [2:0]S;
	output [N-1:0]F;
	assign F = S[1] ? (S[0] ? I3 : I2) : (S[0] ? I1 : I0);
endmodule
module Mux8to1Nbit(F, S, I0, I1, I2, I3, I4, I5, I6, I7);
	parameter N = 64;
	input [N-1:0]I0, I1, I2, I3, I4, I5, I6, I7;
	input [2:0]S;
	output [N-1:0]F;
	assign F = S[2] ? (S[1] ? (S[0] ? I7 : I6) : (S[0] ? I5 : I4)) : (S[1] ? (S[0] ? I3 : I2) : (S[0] ? I1 : I0));
endmodule
module Mux32to1Nbit(F, S, I00, I01, I02, I03, I04, I05, I06, I07, I08, I09,
								  I10, I11, I12, I13, I14, I15, I16, I17, I18, I19,
								  I20, I21, I22, I23, I24, I25, I26, I27, I28, I29,
								  I30, I31);
	parameter N = 8;
	output reg [N-1:0]F;  
	input [4:0]S;  
	input [N-1:0]I00, I01, I02, I03, I04, I05, I06, I07, I08, I09;
	input [N-1:0]I10, I11, I12, I13, I14, I15, I16, I17, I18, I19;
	input [N-1:0]I20, I21, I22, I23, I24, I25, I26, I27, I28, I29;
	input [N-1:0]I30, I31;
	always @(*) begin
		case(S)
			5'h00: F <= I00;
			5'h01: F <= I01;
			5'h02: F <= I02;
			5'h03: F <= I03;
			5'h04: F <= I04;
			5'h05: F <= I05;
			5'h06: F <= I06;
			5'h07: F <= I07;
			5'h08: F <= I08;
			5'h09: F <= I09;
			5'h0A: F <= I10;
			5'h0B: F <= I11;
			5'h0C: F <= I12;
			5'h0D: F <= I13;
			5'h0E: F <= I14;
			5'h0F: F <= I15;
			5'h10: F <= I16;
			5'h11: F <= I17;
			5'h12: F <= I18;
			5'h13: F <= I19;
			5'h14: F <= I20;
			5'h15: F <= I21;
			5'h16: F <= I22;
			5'h17: F <= I23;
			5'h18: F <= I24;
			5'h19: F <= I25;
			5'h1A: F <= I26;
			5'h1B: F <= I27;
			5'h1C: F <= I28;
			5'h1D: F <= I29;
			5'h1E: F <= I30;
			5'h1F: F <= I31;
		endcase
	end
endmodule
module Mux64to1Nbit(F, S, I00, I01, I02, I03, I04, I05, I06, I07, I08, I09,
								  I10, I11, I12, I13, I14, I15, I16, I17, I18, I19,
								  I20, I21, I22, I23, I24, I25, I26, I27, I28, I29,
								  I30, I31, I32, I33, I34, I35, I36, I37, I38, I39, I40,
								  I41, I42, I43, I44, I45, I46, I47, I48, I49, I50, I51,
								  I52, I53, I54, I55, I56, I57, I58, I59, I60, I61, I62, I63);
	parameter N = 8;
	output reg [N-1:0]F;  
	input [5:0]S;  
	input [N-1:0]I00, I01, I02, I03, I04, I05, I06, I07, I08, I09;
	input [N-1:0]I10, I11, I12, I13, I14, I15, I16, I17, I18, I19;
	input [N-1:0]I20, I21, I22, I23, I24, I25, I26, I27, I28, I29;
	input [N-1:0]I30, I31, I32, I33, I34, I35, I36, I37, I38, I39, I40, I41, I42, I43, I44, I45, I46, I47, I48, I49, I50, I51, I52, I53, I54, I55, I56, I57, I58, I59, I60, I61, I62, I63;
	always @(*) begin
		case(S)
			5'h00: F <= I00;
			5'h01: F <= I01;
			5'h02: F <= I02;
			5'h03: F <= I03;
			5'h04: F <= I04;
			5'h05: F <= I05;
			5'h06: F <= I06;
			5'h07: F <= I07;
			5'h08: F <= I08;
			5'h09: F <= I09;
			5'h0A: F <= I10;
			5'h0B: F <= I11;
			5'h0C: F <= I12;
			5'h0D: F <= I13;
			5'h0E: F <= I14;
			5'h0F: F <= I15;
			5'h10: F <= I16;
			5'h11: F <= I17;
			5'h12: F <= I18;
			5'h13: F <= I19;
			5'h14: F <= I20;
			5'h15: F <= I21;
			5'h16: F <= I22;
			5'h17: F <= I23;
			5'h18: F <= I24;
			5'h19: F <= I25;
			5'h1A: F <= I26;
			5'h1B: F <= I27;
			5'h1C: F <= I28;
			5'h1D: F <= I29;
			5'h1E: F <= I30;
			5'h1F: F <= I31;
			5'h20: F <= I32;
			5'h21: F <= I33;
			5'h22: F <= I34;
			5'h23: F <= I35;
			5'h24: F <= I36;
			5'h25: F <= I37;
			5'h26: F <= I38;
			5'h27: F <= I39;
			5'h28: F <= I40;
			5'h29: F <= I41;
			5'h2A: F <= I42;
			5'h2B: F <= I43;
			5'h2C: F <= I44;
			5'h2D: F <= I45;
			5'h2E: F <= I46;
			5'h2F: F <= I47;
			5'h30: F <= I48;
			5'h31: F <= I49;
			5'h32: F <= I50;
			5'h33: F <= I51;
			5'h34: F <= I52;
			5'h35: F <= I53;
			5'h36: F <= I54;
			5'h37: F <= I55;
			5'h38: F <= I56;
			5'h39: F <= I57;
			5'h3A: F <= I58;
			5'h3B: F <= I59;
			5'h3C: F <= I60;
			5'h3D: F <= I61;
			5'h3E: F <= I62;
			5'h3F: F <= I63;
		endcase
	end
endmodule
module mux2to1_64bit(F, S, I0, I1);
	input [63:0] I0, I1;
	input S;
	output [63:0] F;
	assign F = S ? I1 : I0;
endmodule
</file>
<file path="run.sh">
#!/bin/bash
# OpenROAD 26Q1-2900-gdf79404cd8, Yosys 0.63+post, stock flow scripts
make -C /OpenROAD-flow-scripts/flow DESIGN_CONFIG=/design/flow/config.mk WORK_HOME=/design/flow/orfs finish
</file>
==> ci_impl_report.md <==
### Metrics collected by this job

| Metric | Value |
|---|---|
| Status | finished with violations |
| Violated checks | negative setup slack |
| Filler Cells Inserted | between 400 and 500 |
| N_diodes | 0 |
| Detail Route Antenna Nets | 0 |
| Final hold violations | 0 |
| Buf+Inv Stages, Crit Path | 4 |
| Synthesized area | around 0.0011 mm² |
| Vias | 1376 |
| Pwr dens | 405.2 mW/mm² |
| RSZ-0062 raised after global routing | true |
| Startpoint type of the worst setup path | input port |
| First-pass GRT wire length | 9114 µm |
| Drt first-iter violations | 18 |
| Worst EP required | 0.80 ns |
| Clock power frac | 0% |
| Worst Setup Path Type | input port to primary output |
| FFs & Latches | 0 |
| Core area | 0.005205 mm² |
| Synth cell types | 4 |
| Max-slew violation count | 0 |
| Power Internal | 0.0009720 W |
| Wire per inst | 20.26 µm |
| Critical path data arrival time | 1.01 ns |
| Chip area | 0.008836 mm² |
| Max cap viols | 0 |
| Die Y-Extent | 94 µm |
| Area Growth Syn to Fin | 189.1% |
| Routability cong. | between 0.8 and 0.9 |
| Final worst slack | -0.2068 ns |
| Final hold slack | 0.7200 ns |
| Initial antenna violation count | 0 |
| Ys cells | 71 |
| Min cycle time layout | ~1.2 ns |
| Fraction of layout cells with a size suffix above 1 | 52.77% |
| GRT Total Usage | 13.52% |
| MI comb area | 949.7 µm² |
| Endpoints failing setup | 64 |
| Top cells excl fill/tap | dlygate4sd2_1 (111), mux2_4 (61), buf_6 (45), buf_2 (19), clkdlybuf4s50_1 (16) |
| Combinational fraction of design power | ~100% |
| Number of vias per cell | 4.035 |
| Final instance area | 0.003114 mm² |
| Reg power frac | 0% |
| Dpl cells | roughly 330 |
| Peak fanout along the critical path | 6 |
| Register area share after synthesis | 0% |
| Tool warnings | 35 |
| Fp_density | 20.70% |
| Hold crit path type | input port to primary output |
| LEAKAGE | 1.677 nW |
| Top cell excl fill/tap | dlygate4sd2_1 |
| Crit-path cells | buf_16, buf_12, buf_8, mux2_4, buf_6 |
| HPWL Detailed | 6158 µm |
| Overall power | 0.001262 W |
| Final Util | 59.83% |
| Placed Area | 0.003050 mm² |
| Slowest CP cell | mux2_4 |
| Switching Share | 22.98% |
| Worst-Margin Slew | 0.08959 ns |
| CP delay by family, top | buffers and inverters |
| Vias in the first global route | about 1500 |
| Syn avg cell area | 15.17 µm² |
| Clock buffers | 0 |
| Register Area | 0 µm² |
| Rows | 26 |
| Layout Cells excl Fill | 341 |
| CTS Hold Buffers Added | 0 |
| Slew margin rel. | 94.03% |
| Total Routed Length | 6907 µm |
| Yosys Chip Area | between 0.001 and 0.0015 mm² |
| Pre-antenna DRT Iters | 3 |
| Die X | 94 µm |
| Ports | 193 |
| PortBufs | 193 |
| Psw | 0.0002900 W |
| GRT overflow | 0 |
| F_max | ~830 MHz |
| # DRC | 0 |
| Largest net degree at the start of global routing | 14 |
| Final Cycle Share | 120.7% |
| Worst vdd ir | between 0.15 and 0.2 mV |
| Syn. warnings | 32 |
| Crit end category | primary output |
| Mapped Cells | a little over 70 |
| Max incr delay on CP | roughly 0.30 ns |
## through the flow
| step | setup slack [ns] | setup TNS, ns |
|---|---|---|
| 2_1_floorplan | 0.002550 | 0 |
| 3_3_place_gp | -0.5306 | -31.92 |
| 3_5_place_dp | -0.5308 | -32.34 |
| 4_1_cts | -0.2206 | -8.100 |
| 5_1_grt | -0.2266 | -7.768 |
| 6_report | -0.2068 | -6.752 |
## routing by layer
metal	global-route usage (%)	vias to the layer above	wire length, µm
li1	-	676	-
met1	13.04	627	2230
met2	27.59	73	4029
met3	5.089	0	647
met4	0	0	0
met5	0	-	0
## cells in the mapped netlist (all sizes together)
cell type / n / area share, %
buf: 7 / 12
mux2: 64 / 88
## layout make-up
cell class	instances	area share, %
multi-input cells	64	30.49
well taps	70	2.812
repair buffers	207	66.69
## final timing paths
kind | depth (start not counted) | from | end
worst max-delay path | 5 | S | F[10]
worst min-delay path | 3 | I1[8] | F[8]
## what timing repair did
action | CTS | global route
gates resized | 363 | 9
gates cloned | 2 | 5
buffers inserted | 2 | 1
endpoints found under the setup margin | 64 | 64
## kinds of logic after synthesis
group	count (synthesis)	synth area share, %
mux	64	87.80
buf+inv	7	12.20
## power by group through the flow
| stage | Sequential [W] | Clock [W] | Combinational (W) |
|---|---|---|---|
| after CTS | 0 | 0 | 0.00121 |
| after global routing | 0 | 0 | 0.00134 |
| final | 0 | 0 | 0.00126 |
No activity file was given, so power comes from the tool's default toggle rates.
